==> design.v <==
module LN_FSM (
    input  wire              clk,
    input  wire              rst_n,
    output reg               in_valid,
    input  wire              in_ready,
    output reg  [64*16-1:0]  a_in,
    input  wire              out_valid,
    output reg               out_ready
);
    reg [1:0] state, next_state;
    localparam IDLE        = 2'b00,
               SEND_INPUT  = 2'b01,
               WAIT_RESULT = 2'b10;
    reg [1:0] input_index;
    always @(posedge clk or negedge rst_n) begin
        if (!rst_n) begin
            state <= IDLE;
        end else begin
            state <= next_state;
        end
    end
    always @(*) begin
        case (state)
            IDLE:        next_state = in_ready ? SEND_INPUT : IDLE;
            SEND_INPUT:  next_state = WAIT_RESULT;
            WAIT_RESULT: next_state = out_valid ? IDLE : WAIT_RESULT;
            default:     next_state = IDLE;
        endcase
    end
    wire [1023:0] input_set0 = {
        16'hFCA6, 16'h0430, 16'h0262, 16'h04FD,
        16'hFD47, 16'h03B6, 16'hFD6E, 16'h0192,
        16'hFCF5, 16'h0388, 16'h032C, 16'h0131,
        16'hFFD6, 16'hFC34, 16'h023E, 16'h003C,
        16'h0273, 16'h03B2, 16'h04BE, 16'h039A,
        16'hFB3B, 16'hFF6C, 16'h0284, 16'hFD89,
        16'h00CC, 16'hFBF9, 16'hFDDB, 16'hFB5C,
        16'h030E, 16'hFE1C, 16'hFF4A, 16'h0446,
        16'h024D, 16'hFB9A, 16'hFD75, 16'h019F,
        16'h0142, 16'hFE41, 16'h0455, 16'h018F,
        16'h00EB, 16'h015D, 16'h0284, 16'hFEFB,
        16'hFFC2, 16'hFDF6, 16'hFDB4, 16'h046E,
        16'h0298, 16'h008B, 16'hFE26, 16'hFE6C,
        16'hFC08, 16'h0012, 16'hFEFB, 16'h023C,
        16'hFF94, 16'hFDA1, 16'hFB79, 16'hFC2C,
        16'h0218, 16'h003C, 16'h00ED, 16'h03F9
    };
    wire [1023:0] input_set1 = {
        16'h0205, 16'h0443, 16'hFFB9, 16'hFB49,
        16'h01FC, 16'hFB29, 16'hFD5F, 16'h0138,
        16'hFDB7, 16'h025B, 16'h04F3, 16'hFD3C,
        16'h00D6, 16'hFEF3, 16'h0433, 16'h01B2,
        16'h035C, 16'h029F, 16'hFB97, 16'hFE27,
        16'hFE5A, 16'hFCF6, 16'hFBF5, 16'h033B,
        16'h0228, 16'h0454, 16'h0226, 16'h031C,
        16'hFC3D, 16'hFB5F, 16'h0389, 16'hFC60,
        16'hFF80, 16'h00ED, 16'hFEC2, 16'h022F,
        16'hFBAC, 16'h0381, 16'h0266, 16'h0156,
        16'hFCA5, 16'h0039, 16'hFE75, 16'h026C,
        16'h0467, 16'h042D, 16'hFF6A, 16'hFE82,
        16'h040A, 16'h0436, 16'h00B2, 16'hFD1C,
        16'h03F1, 16'h00AC, 16'h0273, 16'h009E,
        16'h0309, 16'hFC57, 16'hFBC2, 16'hFE40,
        16'h00F1, 16'hFE24, 16'hFF4D, 16'h042C
    };
    wire [1023:0] input_set2 = {
        16'h01D0, 16'h021A, 16'h0264, 16'h02AE,
        16'h01FF, 16'h0231, 16'h0275, 16'h0220,
        16'h0255, 16'h0280, 16'h0215, 16'h0240,
        16'h027A, 16'h0250, 16'h0235, 16'h020A,
        16'h029B, 16'h0210, 16'h0225, 16'h01F5,
        16'h0265, 16'h0200, 16'h0245, 16'h0222,
        16'h025F, 16'h0272, 16'h020C, 16'h022E,
        16'h0241, 16'h025C, 16'h0273, 16'h0237,
        16'h026A, 16'h021F, 16'h01E8, 16'h0233,
        16'h024B, 16'h0204, 16'h0278, 16'h01DD,
        16'h023B, 16'h0283, 16'h0212, 16'h0259,
        16'h0290, 16'h026C, 16'h0217, 16'h0230,
        16'h01F9, 16'h0247, 16'h027D, 16'h0251,
        16'h01C5, 16'h0206, 16'h0261, 16'h0270,
        16'h025E, 16'h01E2, 16'h0211, 16'h0266,
        16'h0289, 16'h0234, 16'h025A, 16'h01FA
    };
    wire [1023:0] input_set3 = {
        16'h0208, 16'h020F, 16'h0215, 16'h021A,
        16'h0205, 16'h0210, 16'h020D, 16'h0212,
        16'h020C, 16'h0213, 16'h0216, 16'h020E,
        16'h0211, 16'h0206, 16'h0217, 16'h0209,
        16'h0207, 16'h0214, 16'h0210, 16'h020D,
        16'h020A, 16'h0212, 16'h020C, 16'h0215,
        16'h020B, 16'h0208, 16'h020E, 16'h0211,
        16'h020F, 16'h020C, 16'h0209, 16'h0213,
        16'h0216, 16'h0210, 16'h020E, 16'h020A,
        16'h0214, 16'h0211, 16'h0207, 16'h0213,
        16'h020C, 16'h0212, 16'h0208, 16'h0210,
        16'h020F, 16'h020D, 16'h0216, 16'h020A,
        16'h0213, 16'h0211, 16'h020E, 16'h0209,
        16'h020B, 16'h0215, 16'h020F, 16'h0212,
        16'h0210, 16'h0208, 16'h0214, 16'h020B,
        16'h020D, 16'h0216, 16'h020E, 16'h020C
    };
    always @(posedge clk or negedge rst_n) begin
        if (!rst_n) begin
            in_valid     <= 1'b0;
            out_ready    <= 1'b1;
            a_in         <= 0;
            input_index  <= 0;
        end else begin
            case (next_state)
                SEND_INPUT: begin
                    in_valid <= 1'b1;
                    case (input_index)
                        2'd0: a_in <= input_set0;
                        2'd1: a_in <= input_set1;
                        2'd2: a_in <= input_set2;
                        2'd3: a_in <= input_set3;
                        default: a_in <= input_set0;
                    endcase
                end
                WAIT_RESULT: begin
                    in_valid <= 1'b0;
                end
                IDLE: begin
                    if (state == WAIT_RESULT && out_valid) begin
                        input_index <= input_index + 1;
                    end
                end
                default: begin
                    in_valid <= 1'b0;
                end
            endcase
        end
    end
endmodule
==> run.sh <==
#!/bin/bash
# OpenROAD 26Q1-2900-gdf79404cd8, Yosys 0.63+post, stock flow scripts
make -C /OpenROAD-flow-scripts/flow DESIGN_CONFIG=/design/flow/config.mk WORK_HOME=/design/flow/orfs finish
==> config.mk <==
export PLATFORM = sky130hd
export DESIGN_NAME = LN_FSM
export DESIGN_NICKNAME = LN_FSM
export VERILOG_FILES = /design/flow/design.v
export SDC_FILE = /design/flow/constraint.sdc
export NUM_CORES = 4
export LEC_CHECK = 1
export CORE_AREA = 10 10 397 397
export DIE_AREA = 0 0 407 407
==> constraint.sdc <==
current_design LN_FSM

set clk_period 2.3
set clk_io_pct 0.2

create_clock -name clk0 -period $clk_period [get_ports {clk}]

set non_clock_inputs [all_inputs -no_clocks]
set_input_delay [expr $clk_period * $clk_io_pct] -clock clk0 $non_clock_inputs
set_output_delay [expr $clk_period * $clk_io_pct] -clock clk0 [all_outputs]
==> summary.txt <==
Synth Seq Share: 6.18%
Die H: 407 µm
Crit-path max FO: 89
Yosys stat cell total: 1083
Gp weighted congestion: 0.632
DRT iter0 DRCs: 107
P_leak: 4.54 nW
Die Size: 0.166 mm²
Switching part of the total: 24.5%
Internal power: 0.0126 W
Net Sw Power: 0.00407 W
Area leader share: 89.0%
Die width: 407 µm
Initial antenna violation count: 2
Core area: 0.148 mm²
Setup CP Type: reg -> out
Hold Crit Class: reg -> reg
Final Setup Violations: 0
Synth cell types: 19
Power Density: 1270 mW/mm²
Num CTS Buffers: 3
DRT Wirelength: 31300 µm
Via density: 1.51
Setup WS pre-CTS: 235 ps
VDD IR-drop max: 561 µV
Asr flop ratio synth: 100%
Total number of vias: 4730
Final Cycle Share: 93.1%
WP data arrival: 1680 ps
Crit-path slowest cell: clkdlybuf4s50_1
RSZ-0062 raised after global routing: no
Setup TNS: 0 ps
#FFs+latches synth: 21
Root cell of the clock tree: clkbuf_16
CTS Sinks: 21
Synthesized area per cell: 7.87 µm²
Deepest clock path buffer count: 2
Mapped Cells: 1083
Tmin final: 2140 ps
Largest net degree at the start of global routing: 104
Tot GR Track Use: 3.02%
Status: finished, final reports clean
Post-synth area hogs: buf_4 89%, dfrtp_1 5.9%, ha_1 1.0%
IO buf count: 852
Site row count: 141
Detail Route Antenna Nets: 0
Clk latency of the worst-skew pair: 250 ps
Dominant flop cell: dfrtp_1
# resized after CTS: 0
Chip Area, Yosys: 0.00852 mm²
Yosys top cell by area: buf_4
Crit path launch type: flip-flop
Hold Slack: 482 ps
WP data required: 1840 ps
Residual DRC count: 0
Crit. End Element: primary output
Max-slew violations: 0
Fmax: 467 MHz
Post-CTS Hold Buffers: 0
Final Hold Violating Endpoints: 0
Most frequent cells after synthesis: 1010 x buf_4, 20 x dfrtp_1, 11 x inv_1, 8 x mux2i_1
Tool warnings: 35
Hpwl dp: 26700 µm
Post-synth EDFFs: 0
Top-count cell post-synth: buf_4
Max-cap viol count: 0
Ys Warns: 1
CP Buf/Inv Count: 2
First-pass GRT wire length: 38000 µm
DR pass1 iterations: 4
Htree depth: 1
Crit-path cells: buf_12 > clkdlybuf4s50_1
Share of layout cells above drive strength 1: 4.43%
Crit path setup slack, layout: 159 ps
Final Skew: 4.19 ps
Gate power share: 93.2%
Seq pwr share: 4.6%
WL/cell: 9.98 µm
GR Overflow Total: 0
P&R area growth vs syn: 53.6%
Worst-path clk slew: 60 ps
Crit-path leading delay family: buffers and inverters
Cell Area, Synth: 0.00852 mm²
Vias in the first global route: 5293
Clock network fraction of design power: 2.2%
Fp util: 5.74%
I/O pins: 1030
Slowest stage delay, CP: 560 ps
CTS tree: yes
-- flip-flops by register name, summed over array words and instances, names as in the netlist --
signal	flops
state	3
a_in	15
input_index	2
in_valid	1
-- routing by layer --
| metal | vias to the layer above | global-route usage (%) | part of all wire [%] |
|---|---|---|---|
| met5 | - | 0 | 0 |
| met4 | 0 | 0.189 | 0.38 |
| met2 | 476 | 6.15 | 55 |
| li1 | 2172 | - | - |
| met1 | 2070 | 2.79 | 30 |
| met3 | 12 | 1.38 | 15 |
-- cells by family after synthesis --
| group | Yosys count | synth area share, % |
|---|---|---|
| other | 2 | 0.0882 |
| AND/OR/NAND/NOR | 14 | 0.955 |
| XOR/XNOR | 1 | 0.103 |
| flip-flops | 21 | 6.18 |
| multiplexers | 15 | 1.91 |
| AND-OR/OR-AND | 1 | 0.0587 |
| adder cells (fa/ha/maj) | 7 | 1.03 |
| buffers and inverters | 1022 | 89.7 |
-- layout by cell type (no fill, tap or decap) --
cell and n:
o21ai_0 1, nor3_1 1, mux2i_1 8, diode_2 3, dfrtp_4 3, buf_4 12, mux2_4 1, and2_4 1
conb_1 177, xnor2_1 1, nor3b_4 1, nor2b_1 1, buf_12 14, dfrtp_1 11, nand2_1 1, or2_2 2
ha_1 7, dfrtp_2 6, inv_1 11, dfstp_2 1, clkbuf_1 1, clkbuf_16 3, mux2_2 6, clkdlybuf4s50_1 852
nor2_1 7
-- per-stage QoR --
stage               instances  cell area [µm²]  util, %  total power (W)
finish                   3134            13100     8.82           0.0166
global route             3131            13100     8.82           0.0182
CTS                      3130            13100     8.81           0.0175
detailed placement       3126            13000     8.76           0.0170
global placement         3126            13000     8.76           0.0170
floorplan                1258             9180        -           0.0109
-- power groups by stage --
| stage | combinational [W] | clock, W | sequential (W) |
|---|---|---|---|
| 4_1_cts | 0.0163 | 0.000369 | 0.000829 |
| 5_1_grt | 0.0170 | 0.000391 | 0.000805 |
| 6_report | 0.0155 | 0.000362 | 0.000766 |
-- worst paths after layout --
| kind | slack [ps] | to | cells past startpoint | from |
|---|---|---|---|---|
| min reg2reg | 480 | state[0] | 2 | state[0] |
| min | 480 | state[0] | 2 | state[0] |
| min in group asynchronous | 550 | state[1] | 2 | rst_n |
| max | 160 | a_in[343] | 2 | a_in[1022] |
| max reg2reg | 670 | a_in[1010] | 4 | state[0] |
| max in group asynchronous | 1480 | state[0] | 2 | rst_n |
-- worst register-to-register path, cell delays in order (launching register included) --
cell and delay [ps]:
dfstp_2 530, and2_4 150, nor3b_4 430, buf_4 260, mux2i_1 190
-- final cells by class --
class / count / area [µm²]
Timing Repair Buffer: 878 / 8900
Clock buffer: 4 / 78.8
Fill cell: 17100 / 135000
Inverter: 11 / 41.3
Antenna cell: 3 / 7.51
Sequential cell: 21 / 546
Tap cell: 2002 / 2500
Multi-Input combinational cell: 215 / 1010
-- what timing repair did --
action | in CTS | in global routing
hold endpoints to repair | 0 | 0
setup buffers | 0 | 1
endpoints found under the setup margin | 0 | 1
Power is estimated from default activity; no workload was simulated.
