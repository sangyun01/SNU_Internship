**flow/design.v**
```verilog
module LUT_sqrt (
    input  wire        clk,
    input  wire        rst_n,
    input  wire        in_valid,
    input  wire [15:0] x_in,             
    output reg         out_valid,
    output reg  [15:0] slope_out,
    output reg  [15:0] intercept_out
);
    localparam integer N_SEGMENTS = 8;
    reg [15:0] breakpoints [0:N_SEGMENTS];
    reg [15:0] slopes      [0:N_SEGMENTS-1];
    reg [15:0] intercepts  [0:N_SEGMENTS-1];
    initial begin
        breakpoints[0] = 16'h0003;  
        breakpoints[1] = 16'h00F7;  
        breakpoints[2] = 16'h04A9;  
        breakpoints[3] = 16'h0C03;  
        breakpoints[4] = 16'h17BF;  
        breakpoints[5] = 16'h28A1;  
        breakpoints[6] = 16'h3F38;  
        breakpoints[7] = 16'h5BDB;  
        breakpoints[8] = 16'h7F00;  
        slopes[0] = 16'h00E2;  
        slopes[1] = 16'h004F;  
        slopes[2] = 16'h002D;  
        slopes[3] = 16'h001F;  
        slopes[4] = 16'h0017;  
        slopes[5] = 16'h0012;  
        slopes[6] = 16'h000F;  
        slopes[7] = 16'h000C;  
        intercepts[0] = 16'h0038;  
        intercepts[1] = 16'h00C6;  
        intercepts[2] = 16'h0166;  
        intercepts[3] = 16'h0214;  
        intercepts[4] = 16'h02CE;  
        intercepts[5] = 16'h0393;  
        intercepts[6] = 16'h0461;  
        intercepts[7] = 16'h0536;  
    end
    reg [15:0] x_in_reg;
    reg        in_valid_reg;
    always @(posedge clk or negedge rst_n) begin
        if (!rst_n) begin
            x_in_reg      <= 16'd0;
            in_valid_reg  <= 1'b0;
        end else begin
            x_in_reg      <= x_in;
            in_valid_reg  <= in_valid;
        end
    end
    reg [2:0] next_region;
    always @(*) begin
        if      (x_in_reg < breakpoints[1]) next_region = 0;
        else if (x_in_reg < breakpoints[2]) next_region = 1;
        else if (x_in_reg < breakpoints[3]) next_region = 2;
        else if (x_in_reg < breakpoints[4]) next_region = 3;
        else if (x_in_reg < breakpoints[5]) next_region = 4;
        else if (x_in_reg < breakpoints[6]) next_region = 5;
        else if (x_in_reg < breakpoints[7]) next_region = 6;
        else                                next_region = 7;
    end
    reg [2:0] region;
    reg       region_valid;
    always @(posedge clk or negedge rst_n) begin
        if (!rst_n) begin
            region <= 3'd0;
            region_valid <= 1'b0;
        end else begin
            region       <= next_region;
            region_valid <= in_valid_reg;
        end
    end
    always @(posedge clk or negedge rst_n) begin
        if (!rst_n) begin
            slope_out     <= 16'd0;
            intercept_out <= 16'd0;
            out_valid     <= 1'b0;
        end else begin
            slope_out     <= slopes[region];
            intercept_out <= intercepts[region];
            out_valid     <= region_valid;
        end
    end
endmodule
```
**flow/run.sh**
```bash
#!/bin/bash
# OpenROAD 26Q1-2900-gdf79404cd8, Yosys 0.63+post, stock flow scripts
make -C /OpenROAD-flow-scripts/flow DESIGN_CONFIG=/design/flow/config.mk WORK_HOME=/design/flow/orfs finish
```
**flow/config.mk**
```make
export PLATFORM = sky130hd
export DESIGN_NAME = LUT_sqrt
export DESIGN_NICKNAME = LUT_sqrt
export VERILOG_FILES = /design/flow/design.v
export SDC_FILE = /design/flow/constraint.sdc
export NUM_CORES = 4
export LEC_CHECK = 1
export CORE_UTILIZATION = 30
```
**flow/constraint.sdc**
```tcl
current_design LUT_sqrt

set clk_period 3.3
set clk_io_pct 0.2

create_clock -name clk0 -period $clk_period [get_ports {clk}]

set non_clock_inputs [all_inputs -no_clocks]
set_input_delay [expr $clk_period * $clk_io_pct] -clock clk0 $non_clock_inputs
set_output_delay [expr $clk_period * $clk_io_pct] -clock clk0 [all_outputs]
```
==> impl_metrics.json <==
{
  "status": "completed",
  "h-tree-depth": 2,
  "antenna_found_initial": 0,
  "ys_warn_count": 1,
  "grt_pass1_wl_mm": 4.08,
  "cp-end-kind": "primary output",
  "power.density_cell_area_mw_per_mm2": 459,
  "ys_seq_share_pct": 60.5,
  "ios": 52,
  "yosys.stat.chipArea_mm2": 0.00165,
  "postCtsSetupBuffers": 0,
  "numPortBuffers": 38,
  "yosysCellCount": 135,
  "crit-reg2reg-capture": "region[0]$_DFF_PN0_",
  "hold_path.startpoint": "region_valid$_DFF_PN0_",
  "post_cts_resized": 0,
  "tightest_slew_ps": 546,
  "final_cell_area_mm2": 0.00214,
  "syn_inst": 135,
  "fin_setup_tns_ps": 0,
  "dp_hpwl_mm": 1.78,
  "n_antenna_cell": 0,
  "cpMaxStageDelayCell": "clkdlybuf4s50_1",
  "min_period_ps": 1730,
  "min_to": "out_valid$_DFF_PN0_",
  "die_w_um": 76.3,
  "critPathMaxStageDelay_ps": 450,
  "cp_cell_sequence": "clkdlybuf4s50_1",
  "reg2reg_slack_ps": 1690,
  "routedWlPerCell_um": 10.4,
  "numCtsBuffers": 5,
  "cp_max_fo": 2,
  "finalClockSkew_ps": 2.53,
  "cp_top_family": "buffers and inverters",
  "layout_setup_ws_ps": 1570,
  "wl_mm": 2.55,
  "critPathLaunchType": "flop",
  "fillers": 476,
  "p_leak_nw": 0.932,
  "setup_viol": 0,
  "drt_iter0_drc": 35,
  "fp_util_pct": 31.8,
  "yosysTopAreaCellShare_pct": 60.5,
  "top_area_cell": "dfrtp_1",
  "synthesis.area_mm2": 0.00165,
  "gp_congestion": 0.817,
  "ctsHoldBuffers": 0,
  "grt_max_degree": 41,
  "cts_tree": "yes",
  "rsz0062_at_grt": "false",
  "grt_use_total_pct": 8.77,
  "die_area_mm2": 0.00581,
  "warnings": 32,
  "core_mm2": 0.00520,
  "clock.fmax_ghz": 0.576,
  "place_ws_ps": 1690,
  "placed_area_mm2": 0.00204,
  "drv_slew": 0,
  "reg2reg_from": "x_in_reg[5]$_DFF_PN0_",
  "layout_top_cell": "dfrtp_1",
  "rows": 26,
  "worstPathRequired_ps": 2640,
  "syn_to_final_growth_pct": 29.3,
  "grt_pass1_vias": 926,
  "r2r_cells": 5,
  "drc": 0,
  "clkTransAtPathRegs_ps": 70,
  "overflow": 0,
  "clock_path_buffers": 2,
  "max-vdd-ir-drop_mv": 0.206,
  "lay_top_cells": "dfrtp_1 (40), clkdlybuf4s50_1 (37), conb_1 (13)",
  "path_depth": 1,
  "worstSkewPairLatency_ps": 280,
  "vias": 1065,
  "hold_ws_ps": 348,
  "antenna_left": 0,
  "path_buffers": 1,
  "hold_path_class": "flop to flop",
  "largest_reg_flops": 16,
  "topCellsByArea": "dfrtp_1 (61%), buf_4 (6.4%), ha_1 (6.1%), nor2_1 (2.0%), mux2i_1 (1.8%)",
  "slew_headroom_pct": 62.7,
  "whs_path_depth": 0,
  "cap_violations": 0,
  "drive_above_1_share_pct": 9.20,
  "synth.distinct_cells": 34,
  "clock_sinks": 40,
  "first_pass_iters": 4,
  "cts_root_buf": "clkbuf_8",
  "avgSynthCellArea_um2": 12.3,
  "period_used_pct": 52.6,
  "ys.flops": 40,
  "worst-endpoint-arrival_ps": 1070,
  "finalHoldViolations": 0,
  "crit_type": "flop to primary output",
  "post_drt_via_cell_ratio": 4.36,
  "die_h_um": 76.3
}
==> how the worst max path moves through the flow <==
stage / slack (ps) / endpoint / start
final: 1570 / slope_out[4] / intercept_out[9]$_DFF_PN0_
after CTS: 1550 / slope_out[4] / intercept_out[9]$_DFF_PN0_
after global routing: 1520 / slope_out[2] / slope_out[2]$_DFF_PN0_
==> layer usage <==
| layer | track usage (%) | up-vias | share of wire [%] |
|---|---|---|---|
| met5 | 0 | - | 0 |
| met4 | 1.54 | 0 | 1.8 |
| met3 | 2.92 | 7 | 8.0 |
| met2 | 13.2 | 60 | 47 |
| met1 | 13.0 | 479 | 43 |
| li1 | - | 519 | - |
==> through the flow <==
step                      power [mW]  instances  utilization (%)
after floorplan                0.595        147                -
after global placement         0.659        237             39.3
after detailed placement       0.660        237             39.3
after CTS                       1.00        244             41.1
after global routing            1.04        244             41.1
final                          0.983        244             41.1
==> synthesized netlist by cell type, drive strengths merged <==
master   instances
conb             1
nor2b            3
buf             14
a21oi            5
nor4             3
nor4bb           1
and2             1
a31oi            3
o31ai            1
and4             1
inv              5
dfrtp           40
ha               8
clkbuf           5
a41oi            1
and3             1
a21o             1
nand4            2
a211oi           2
o311a            1
nand2            7
nor2             9
mux2             1
a2111oi          2
o21ai            5
mux2i            3
o2111a           1
a211o            1
o2111ai          1
o221ai           1
nand3            1
nor3             4
==> report_power, final <==
| group | internal, mW | switching, mW |
|---|---|---|
| clock network | 0.186 | 0.147 |
| registers | 0.522 | 0.0259 |
| logic | 0.0687 | 0.0337 |
==> kinds of logic after synthesis <==
kind of cell	after synthesis	share of synthesized area [%]
AOI/OAI and AO/OA	25	11.8
other	1	0.227
and+or+nand+nor	33	10.1
DFF	40	60.5
buffers and inverters	24	8.77
adders and majority gates	8	6.05
muxes	4	2.50
==> final cells by class <==
class / count / area (um2) / area share, %
timing repair buffer: 39 / 383 / 17.9
inverter: 5 / 18.8 / 0.877
tap: 70 / 87.6 / 4.09
sequential: 40 / 1000 / 46.8
clock buffer: 7 / 96.3 / 4.50
multi-input combinational: 83 / 553 / 25.8
Power and IR drop assume default switching activity.
