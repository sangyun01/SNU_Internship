## flow/run.sh

```bash
#!/bin/bash
# OpenROAD 26Q1-2900-gdf79404cd8, Yosys 0.63+post, stock flow scripts
make -C /OpenROAD-flow-scripts/flow DESIGN_CONFIG=/design/flow/config.mk WORK_HOME=/design/flow/orfs finish
```

## flow/config.mk

```make
export PLATFORM = sky130hd
export DESIGN_NAME = LUT_rsqrt
export DESIGN_NICKNAME = LUT_rsqrt
export VERILOG_FILES = /design/flow/design.v
export SDC_FILE = /design/flow/constraint.sdc
export NUM_CORES = 4
export LEC_CHECK = 1
export CORE_AREA = 10 10 104 104
export DIE_AREA = 0 0 114 114
```

## flow/constraint.sdc

```tcl
current_design LUT_rsqrt

set clk_period 2.2
set clk_io_pct 0.2

create_clock -name clk0 -period $clk_period [get_ports {clk}]

set non_clock_inputs [all_inputs -no_clocks]
set_input_delay [expr $clk_period * $clk_io_pct] -clock clk0 $non_clock_inputs
set_output_delay [expr $clk_period * $clk_io_pct] -clock clk0 [all_outputs]
```

## flow/design.v

```verilog
module LUT_rsqrt (
    input  wire        clk,
    input  wire        rst_n,
    input  wire        in_valid,
    input  wire [15:0] x_in,
    output reg         out_valid,
    output reg  [15:0] slope_out,
    output reg  [15:0] intercept_out
);
    localparam integer N_SEGMENTS = 8;
    reg [15:0] breakpoints [0:N_SEGMENTS];
    reg [15:0] slopes      [0:N_SEGMENTS-1];
    reg [15:0] intercepts  [0:N_SEGMENTS-1];
    reg [2:0] region;   
    reg       region_valid;
    reg [2:0] next_region;
    initial begin
        breakpoints[0] = 16'h001A;  
        breakpoints[1] = 16'h0024;  
        breakpoints[2] = 16'h0038;  
        breakpoints[3] = 16'h005A;  
        breakpoints[4] = 16'h0099;  
        breakpoints[5] = 16'h0114;  
        breakpoints[6] = 16'h0216;  
        breakpoints[7] = 16'h0482;  
        breakpoints[8] = 16'h0B45;  
        slopes[0] = 16'hB541;  
        slopes[1] = 16'hDFA3;  
        slopes[2] = 16'hF339;  
        slopes[3] = 16'hFB5F;  
        slopes[4] = 16'hFE80;  
        slopes[5] = 16'hFF93;  
        slopes[6] = 16'hFFE6;  
        slopes[7] = 16'hFFFB;  
        intercepts[0] = 16'h1164;  
        intercepts[1] = 16'h0B78;  
        intercepts[2] = 16'h0738;  
        intercepts[3] = 16'h045A;  
        intercepts[4] = 16'h027C;  
        intercepts[5] = 16'h0154;  
        intercepts[6] = 16'h00A6;  
        intercepts[7] = 16'h0047;  
    end
    always @(*) begin
        if      (x_in < breakpoints[1]) next_region = 0;
        else if (x_in < breakpoints[2]) next_region = 1;
        else if (x_in < breakpoints[3]) next_region = 2;
        else if (x_in < breakpoints[4]) next_region = 3;
        else if (x_in < breakpoints[5]) next_region = 4;
        else if (x_in < breakpoints[6]) next_region = 5;
        else if (x_in < breakpoints[7]) next_region = 6;
        else                            next_region = 7;
    end
    always @(posedge clk or negedge rst_n) begin
        if (!rst_n) begin
            region <= 0;
            region_valid <= 0;
        end else if (in_valid) begin
            region <= next_region;
            region_valid <= 1;
        end else begin
            region_valid <= 0;
        end
    end
    always @(posedge clk or negedge rst_n) begin
        if (!rst_n) begin
            slope_out     <= 0;
            intercept_out <= 0;
            out_valid     <= 0;
        end else begin
            slope_out     <= slopes[region];
            intercept_out <= intercepts[region];
            out_valid     <= region_valid;
        end
    end
endmodule
```

==> flow_metrics.tcl <==
# flow metrics
set metrics [dict create \
    cts_setup_buffers 0 \
    overflow 0 \
    port_buffers 48 \
    core_area_um2 8680 \
    place_inst 277 \
    worst_slew_pin_slew_ns 0.591 \
    fin_worst_skew_ns 0.0102 \
    grt_max_degree 33 \
    track_usage 0.0484 \
    vias 1035 \
    io_pins 52 \
    wl_per_cell_um 11.1 \
    mostFrequentLayoutCell "clkdlybuf4s50_1" \
    status "finished, final reports clean" \
    cts_resized 0 \
    ys.warnings.count 1 \
    initial_utilization 0.160 \
    crit_buf_inv 1 \
    clock_tree.root_cell "clkbuf_8" \
    cpPeakStageDelay_ns 0.47 \
    die_h_um 114 \
    maxSlewHeadroom 0.606 \
    maxCapViolCount 0 \
    syn_area_um2 1390 \
    synth_stat.cells 125 \
    syn_to_final_growth_pct 51.2 \
    path_clk_slew_ns 0.06 \
    drtIter0Drc 23 \
    crit_path_start_kind "input pin" \
    power.density_nw_per_um2 612 \
    clock_sinks 32 \
    drt-total-wl_mm 3.15 \
    worst_ep_required_time_ns 2.36 \
    grt_setup_unrepaired "false" \
    period_used_share 0.793 \
    drv_slew 0 \
    final_cells 285 \
    insertion_delay_ns 0.27 \
    die_area_um2 13000 \
    antenna_found_initial 0 \
    htreeDepth 2 \
    edf_count 0 \
    hold_viol_final 0 \
    synth.distinct_cells 33 \
    grt_pass1_wl_mm 5.29 \
    warning_count 31 \
    cp.arrival_ns 1.91 \
    avgSynthCellArea_um2 11.1 \
    fp.dieW_um 114 \
    max_freq_ghz 0.573 \
    crit_type "input pin to register" \
    fin_setup_tns_ns 0 \
    cp_max_fo 5 \
    path_delay_family "AND-OR/OR-AND gates" \
    grt_pass1_vias 1075 \
    lay_top_cells "48 x clkdlybuf4s50_1, 32 x dfrtp_1, 10 x nand2_1, 8 x inv_1" \
    ys_seq_elements 32 \
    synthArstFlopShare 1.00 \
    period_minus_slack_ns 1.74 \
    syn_inst 125 \
    dr.pass1.iters 4 \
    drcViolationCount 0 \
    antenna_cells 0 \
    antenna_left 0 \
    clock_path_buffers 2 \
    dp_hpwl_mm 2.57 \
    cts_tree "done" \
    dominantRegCellSynth "dfrtp_1" \
    yosys.stat.seqShare 0.576 \
    crit_path_end_kind "register" \
    crit_path_top_delay_cell "clkdlybuf4s50_1" \
    setup_violations 0 \
    power.leakage_uw 0.000843 \
    cts_buffers 5 \
    drive_above_1_share 0.0904 \
    cts_hold_buf 0 \
    gp_congestion 0.744 \
    irDropWorstVdd_mv 0.202 \
    path_cells "clkdlybuf4s50_1, o311a_1, o31ai_2, nand3_1, mux2_2" \
    vias_per_cell 3.63 \
    min-delay-path-class "register to register" \
    yosys_area_um2 1390 \
    row_count 34 \
]
synthesized netlist by cell type, drive strengths merged, types with 2 or more instances:
| cell type | count | share of area |
|---|---|---|
| dfrtp | 32 | 0.58 |
| and2 | 5 | 0.023 |
| a21oi | 7 | 0.028 |
| o21ai | 4 | 0.014 |
| nand2b | 7 | 0.032 |
| nor3 | 3 | 0.011 |
| a31oi | 3 | 0.014 |
| nor4 | 2 | 0.0090 |
| inv | 8 | 0.022 |
| or2 | 4 | 0.018 |
| a21boi | 2 | 0.011 |
| conb | 2 | 0.0054 |
| buf | 5 | 0.027 |
| ha | 7 | 0.063 |
| clkbuf | 2 | 0.0054 |
| nor2b | 3 | 0.014 |
| nand2 | 10 | 0.027 |
| nand3 | 4 | 0.014 |
| nor2 | 3 | 0.0081 |
| o31ai | 3 | 0.020 |
path summary, 6_finish.rpt:
| kind | from | endpoint | slack, ns | cells past startpoint |
|---|---|---|---|---|
| setup / recovery | x_in[2] | region[2] | 0.46 | 5 |
| hold / removal | region_valid | out_valid | 0.35 | 0 |
| setup reg to reg | region[0] | slope_out[6] | 0.68 | 4 |
| hold reg to reg | region_valid | out_valid | 0.35 | 0 |
| max in group asynchronous | rst_n | intercept_out[11] | 1.36 | 2 |
| min in group asynchronous | rst_n | region[0] | 0.56 | 2 |
worst register-to-register path, cell delays in order, from the launching register on:
cell and delay [ns]:
dfrtp_1 0.55, inv_1 0.20, ha_1 0.33, nand2b_1 0.16
a21boi_0 0.19
stage by stage:
step	area [um2]	power, uW	hold WS [ns]	utilization	worst slack, ns
5_1_grt	2100	1350	0.353	0.242	0.376
3_5_place_dp	1980	708	0.336	0.228	0.177
3_3_place_gp	1980	708	0.333	0.228	0.186
6_report	2100	1290	0.348	0.242	0.456
4_1_cts	2100	1320	0.352	0.242	0.467
2_1_floorplan	1400	636	0.144	-	0.748
flip-flops by register name, indices dropped and copies added, names as in the netlist:
register	count
region_valid	1
region	3
slope_out	14
intercept_out	13
out_valid	1
metal layers:
layer  global-route usage  routed length (um)  up-vias
met3               0.0191                 307        6
met5                    0                   0        -
met4              0.00919                  74        0
li1                     -                   -      514
met2               0.0782                1410       39
met1               0.0605                1360      476
final cells by class:
| type | count | area (um2) |
|---|---|---|
| fillers | 941 | 6580 |
| flip-flops and latches | 32 | 801 |
| multi-input cells | 80 | 522 |
| repair buffers | 49 | 488 |
| well taps | 108 | 135 |
| clock buffers | 7 | 96.3 |
| clock inverters | 1 | 30.0 |
| inverters | 8 | 30.0 |
logic make-up after synthesis:
group	count (synthesis)	synth area share
compound gates	24	0.116
buf+inv	15	0.0540
flops	32	0.576
other cells	2	0.00540
mux	1	0.00810
fa+ha+maj	7	0.0630
simple gates	44	0.177
power by group:
group / switching, uW / total [uW] / internal (uW)
Clock: 194 / 593 / 399
Combinational: 40.9 / 94.8 / 53.9
Sequential: 3.53 / 600 / 596
Total: 238 / 1290 / 1050
Power and IR drop assume default switching activity.
